## design/flow/design.v

```verilog
`timescale 1ns / 1ps
module DataMemory(input clk, input MemRead, input MemWrite, input [2:0] func3, input [31:0] addr, input [31:0] data_in, output reg [31:0] data_out);
    reg [31:0] mem [1024/2-1:0];
    integer byte0, byte1, byte2, byte3, Byte0_word, Byte1_word, Byte2_word, Byte3_word, read_byte0_LSB, read_byte0_MSB, read_byte1_LSB, read_byte1_MSB, 
    read_byte2_LSB, read_byte2_MSB, read_byte3_LSB, read_byte3_MSB;
    always@(*) begin
        byte0 = addr;
        byte1 = addr+1;
        byte2 = addr+2;
        byte3 = addr+3;
        Byte0_word = byte0/4;
        Byte1_word = (byte1)/4;
        Byte2_word = (byte2)/4;
        Byte3_word = (byte3)/4;
        read_byte0_LSB = (byte0%4)*8;
        read_byte0_MSB = read_byte0_LSB+7; 
        read_byte1_LSB = (byte1%4)*8;
        read_byte1_MSB = read_byte1_LSB+7; 
        read_byte2_LSB = (byte2%4)*8;
        read_byte2_MSB = read_byte2_LSB+7; 
        read_byte3_LSB = (byte3%4)*8;
        read_byte3_MSB = read_byte3_LSB+7;
        if(MemRead) begin
            case(func3)
                0: data_out = {{24{mem[ Byte0_word ][ read_byte0_MSB ]}} , mem[Byte0_word][ read_byte0_MSB : read_byte0_LSB ]};
                1: data_out = {{16{mem[ Byte1_word ][read_byte1_MSB]}},mem[Byte1_word][ read_byte1_MSB : read_byte1_LSB ],mem[ Byte0_word ][ read_byte0_MSB : read_byte0_LSB ]};
                2: data_out = {mem[Byte3_word][ read_byte3_MSB : read_byte3_LSB ],mem[Byte2_word][ read_byte2_MSB : read_byte2_LSB ],mem[Byte1_word][ read_byte1_MSB : read_byte1_LSB ],mem[ Byte0_word ][ read_byte0_MSB : read_byte0_LSB ]};
                4: data_out = {{24{1'b0}} , mem[Byte0_word][ read_byte0_MSB : read_byte0_LSB ]};
                5: data_out = {{16{1'b0}},mem[Byte1_word][ read_byte1_MSB : read_byte1_LSB ],mem[ Byte0_word ][ read_byte0_MSB : read_byte0_LSB ]};
                default: data_out = 0;
            endcase
        end else begin
            data_out = 0;
        end
    end
    always@(posedge clk) begin
        if(MemWrite) begin
            case(func3) 
                0: mem[addr[31:2]] <= {mem[addr[31:2]][31:8], data_in[7:0]};
                1: begin
                   mem[addr[31:2]] <= { mem[addr[31:2]][31:16], data_in[15:0]};
                end
                2: begin
                    mem[addr[31:2]] <= data_in; 
                end
                default: mem[addr[31:2]] = data_in;
            endcase
        end
    end
    initial begin
        {mem[3],mem[2],mem[1],mem[0]}=32'd17;
        {mem[7],mem[6],mem[5],mem[4]}=32'd9;
        {mem[11],mem[10],mem[9],mem[8]}=32'd25;
    end
endmodule
```

## design/flow/run.sh

```bash
#!/bin/bash
# OpenROAD 26Q1-2900-gdf79404cd8, Yosys 0.63+post, stock flow scripts
make -C /OpenROAD-flow-scripts/flow DESIGN_CONFIG=/design/flow/config.mk WORK_HOME=/design/flow/orfs finish
```

## design/flow/config.mk

```make
export PLATFORM = sky130hd
export DESIGN_NAME = DataMemory
export DESIGN_NICKNAME = DataMemory
export VERILOG_FILES = /design/flow/design.v
export SDC_FILE = /design/flow/constraint.sdc
export NUM_CORES = 4
export LEC_CHECK = 1
export CORE_UTILIZATION = 50
export SYNTH_MEMORY_MAX_BITS = 65536
```

## design/flow/constraint.sdc

```tcl
current_design DataMemory

set clk_period 217.7
set clk_io_pct 0.2

create_clock -name clk0 -period $clk_period [get_ports {clk}]

set non_clock_inputs [all_inputs -no_clocks]
set_input_delay [expr $clk_period * $clk_io_pct] -clock clk0 $non_clock_inputs
set_output_delay [expr $clk_period * $clk_io_pct] -clock clk0 [all_outputs]
```

==> impl_metrics.py <==
# Metrics from the implementation run
metrics = {
    "outcome": {
        "status": "finished, final reports clean",
    },
    "logic_synthesis": {
        "synth_warnings": 1,
        "netlist_area_um2": 243000,
        "synth_cells": 17385,
        "yosys_area_um2": 243000,
        "xor_area_frac": 0.00213,
        "ys_seq_frac": 0.506,
        "yosys.area_share.aoi": 0.0591,
        "synthArstFlopShare": 0,
        "ys_ff": 4096,
        "ys_cells": 17385,
        "avgSynthCellArea_um2": 14.0,
        "flop_cell": "edfxtp_1",
        "adder_share": 0.000720,
        "yosys.area_share.simple": 0.108,
        "synth-edff-count": 4096,
        "synthTopLogicFamily": "multiplexers",
        "synthDistinctLibCells": 90,
        "mux_area_frac": 0.293,
    },
    "route": {
        "finalWirelength_mm": 1070,
        "drt_pass1_iterations": 10,
        "post_drt_wl_per_cell_um": 43.2,
        "drc": 0,
        "vias": 184567,
        "drt_iter0_markers": 18570,
        "ant_nets": 0,
        "viasPerCell": 7.49,
    },
    "placement": {
        "gp_congestion": 1.09,
        "place_ws_ns": 120.04,
        "placed_cell_area_um2": 256000,
        "portBuffers": 70,
        "place_hpwl_mm": 687,
    },
    "final_timing": {
        "fmax_mhz": 10.2,
        "fin_crit_sh": 0.452,
        "slew_headroom": 0.0475,
        "layout_setup_ws_ns": 119.26,
        "finalClockSkew_ns": 0.108,
        "drv_slew": 0,
        "min_period_ns": 98.44,
        "setup_tns_ns": 0,
        "tightestPinTransition_ns": 1.42,
        "timing.final.hold_violations": 0,
        "setup_viol_count_final": 0,
        "rsz0062_at_grt": "no",
    },
    "floorplanning": {
        "die_area_um2": 489000,
        "rows": 255,
        "die_w_um": 699,
        "die_h_um": 699,
        "coreArea_um2": 483000,
        "num_io_pins": 102,
        "initCoreUtil": 0.503,
    },
    "setup_path": {
        "timing.rr.start": "mem[275][15]",
        "path_class": "input pin to primary output",
        "required_ns": 174.16,
        "worst_ep_arrival_time_ns": 54.90,
        "rr_worst_depth": 17,
        "r2r_end": "mem[161][15]",
        "crit_path_start_kind": "input pin",
        "critPathLaunch": "addr[1]",
        "path_max_fanout": 86,
        "end_kind": "primary output",
        "worst-r2r-setup-slack_ns": 210.56,
    },
    "hold_path": {
        "min_delay_worst_endpoint": "mem[152][16]",
        "hold_path_depth": 9,
        "worstHoldStart": "mem[487][16]",
        "holdCritPathClass": "flip-flop to flip-flop",
    },
    "clock_tree": {
        "cts_inserted_buffers": 453,
        "ctsLongestPathBuffers": 4,
        "cts_resized": 0,
        "cts_root_buf": "clkbuf_16",
        "clk_latency_ns": 1.14,
        "cts_tree": "done",
        "path_clk_slew_ns": 0.06,
        "cts_setup_buffers": 0,
        "clkSinkCount": 4096,
        "cts_htree_levels": 5,
        "postCtsHoldBufs": 0,
    },
    "global_routing": {
        "grt_max_degree": 136,
        "grt_pass1_wl_mm": 1470,
        "grt-ovfl-total": 0,
        "antenna_found_initial": 163,
        "grt_usage": 0.486,
        "grt_pass1_vias": 189211,
    },
    "flow_run": {
        "max_cap_violations": 0,
        "tool_warnings": 78,
    },
    "cells_and_area": {
        "area_delta_synth_final_pct": 12.0,
        "fin_util": 0.564,
        "drive_gt1_frac": 0.293,
        "largest_reg_flops": 4096,
        "final_cell_area_um2": 272000,
        "seq_area_um2": 123000,
        "fillers": 37208,
        "final-comb-area_um2": 114000,
    },
    "pwr": {
        "leakage_nw": 89.4,
        "vdd_drop_max_mv": 0.00832,
        "power_density_nw_per_um2": 8.34,
    },
}
placed cells by master, fill, tap and decap left out, types with 97 or more instances in the layout:
cell / count
nor2_1: 586
and3_1: 328
o21ai_0: 111
a221oi_1: 168
mux2i_1: 333
a311oi_1: 416
clkinv_1: 97
a21oi_1: 341
nand3_1: 1325
mux4_2: 2966
clkbuf_16: 461
buf_4: 1309
a211oi_1: 141
diode_2: 327
edfxtp_1: 4096
nand2_1: 3661
critical path, cell delays in order:
cell and delay (ns):
clkdlybuf4s50_1 0.47, buf_4 0.37, clkinv_1 0.50, ha_1 0.48
nor2b_1 0.30, ha_4 0.23, ha_4 0.55, buf_12 0.56
buf_4 0.78, buf_4 0.61, buf_4 0.53, buf_4 0.53
mux4_2 0.41, mux4_2 0.58, mux2i_1 0.69, a21oi_1 0.16
mux2i_1 0.63, a21oi_1 0.39, o22ai_1 0.36, o22ai_4 0.13
a31oi_1 0.17, buf_4 0.32, nand4_1 0.77, clkdlybuf4s50_1 0.65
cell families (layout without fill, tap and decap cells):
group,Yosys count,after routing
multiplexers,3401,3401
AND/OR/NAND/NOR,6174,6174
other,1,334
AND-OR/OR-AND,1871,1871
XOR/XNOR,53,53
flip-flops,4096,4096
adder cells (fa/ha/maj),14,14
buffers and inverters,1775,2285
metrics by stage:
step                      hold WS [ns]  instances  power (mW)
final                             2.13      24653        2.27
after global routing              2.19      24509        2.31
after CTS                         2.06      24326        2.24
after detailed placement          2.03      23484        1.46
after global placement            2.07      23484        1.46
after floorplan                   3.48      17391        1.26
metal layers:
metal  vias to the layer above  global-route usage  share of wire
met5                         -               0.256          0.012
met4                       307               0.314          0.088
met3                      4223               0.459           0.23
met2                     18513               0.592           0.40
met1                     89968               0.509           0.27
li1                      71556                   -              -
cell type report:
class | count | area share
inverter | 13 | 0.000179
sequential | 4096 | 0.451
clock buffer | 535 | 0.0434
clock inverter | 307 | 0.0124
antenna | 327 | 0.00300
timing repair buffer | 1430 | 0.0424
tap | 6425 | 0.0295
multi-input combinational | 11520 | 0.418
power by group:
group / switching, mW / total, mW / leakage (nW) / internal, mW
Clock: 0.340 / 0.798 / 7.34 / 0.458
Combinational: 0.376 / 0.582 / 45.3 / 0.206
Sequential: 0.000456 / 0.891 / 36.8 / 0.891
Total: 0.717 / 2.27 / 89.4 / 1.55
cells in the mapped netlist, types with 28 or more instances:
library cell / n / area, um^2
nand4_1: 48 / 300
o21ai_0: 115 / 576
a311o_1: 92 / 921
a311oi_1: 433 / 3790
nor3_1: 68 / 340
a31oi_1: 90 / 563
o211ai_1: 33 / 248
mux4_2: 2966 / 66800
mux2i_1: 338 / 3380
edfxtp_1: 4096 / 123000
clkbuf_1: 898 / 3370
o311ai_0: 40 / 350
a22oi_1: 31 / 233
a21oi_1: 346 / 1730
buf_1: 287 / 1080
a222oi_1: 59 / 591
buf_2: 511 / 2560
and3_1: 331 / 2070
a211oi_1: 142 / 1070
mux2_2: 97 / 1090
a22o_1: 28 / 245
buf_4: 64 / 480
a221o_1: 65 / 651
a32oi_1: 42 / 368
xnor2_1: 36 / 315
a221oi_1: 168 / 1470
nand2_1: 3678 / 13800
nor2_1: 601 / 2260
nand3_1: 1330 / 6660
o22ai_1: 28 / 175
how the worst max path moves through the flow:
| stage | to | slack [ns] | cells past startpoint |
|---|---|---|---|
| 4_1_cts | data_out[2] | 120.05 | 27 |
| 5_1_grt | data_out[2] | 119.28 | 27 |
| 6_report | data_out[2] | 119.26 | 24 |
Power figures rest on the tool's default switching activity, not on a simulated workload.
