## constraint.sdc

```tcl
current_design InstructionMemory

set clk_period 1.0
set clk_io_pct 0.2

create_clock -name clk0 -period $clk_period

set non_clock_inputs [all_inputs -no_clocks]
set_input_delay [expr $clk_period * $clk_io_pct] -clock clk0 $non_clock_inputs
set_output_delay [expr $clk_period * $clk_io_pct] -clock clk0 [all_outputs]
```

## design.v

```verilog
`timescale 1ns / 1ps
module InstructionMemory (input [29:0] addr, output [31:0] data_out);
    reg [7:0] mem [1024/4 -1:0];
    assign data_out = {mem[{addr,2'b11}],mem[{addr,2'b10}],mem[{addr,2'b01}],mem[{addr,2'b00}]};
    initial begin
        {mem[3],mem[2],mem[1],mem[0]}=      32'b0000000_00000_00000_000_00000_0110011;   
        {mem[7],mem[6],mem[5],mem[4]}=      32'b00000000000000000010000010000011;  
        {mem[11],mem[10],mem[9],mem[8]}   = 32'b000000000100_00000_010_00010_0000011 ;  
        {mem[15],mem[14],mem[13],mem[12]} = 32'b000000001000_00000_010_00011_0000011 ;  
        {mem[19],mem[18],mem[17],mem[16]} = 32'b0000000_00010_00001_110_00100_0110011 ;  
        {mem[23],mem[22],mem[21],mem[20]} = 32'b00000000001100100000010001100011;  
        {mem[27],mem[26],mem[25],mem[24]} = 32'b0000000_00010_00001_000_00011_0110011 ;  
        {mem[31],mem[30],mem[29],mem[28]} = 32'b0000000_00010_00011_000_00101_0110011 ;  
        {mem[35],mem[34],mem[33],mem[32]} = 32'b0000000_00101_00000_010_01100_0100011;  
        {mem[39],mem[38],mem[37],mem[36]} = 32'b000000001100_00000_010_00110_0000011 ;  
        {mem[43],mem[42],mem[41],mem[40]} = 32'b0000000_00001_00110_111_00111_0110011 ;  
        {mem[47],mem[46],mem[45],mem[44]} = 32'b0100000_00010_00001_000_01000_0110011 ;  
        {mem[51],mem[50],mem[49],mem[48]} = 32'b0000000_00010_00001_000_00000_0110011 ;  
        {mem[55],mem[54],mem[53],mem[52]} = 32'b0000000_00001_00000_000_01001_0110011 ;  
    end
endmodule
```

## run.sh

```bash
#!/bin/bash
# OpenROAD 26Q1-2900-gdf79404cd8, Yosys 0.63+post, stock flow scripts
make -C /OpenROAD-flow-scripts/flow DESIGN_CONFIG=/design/flow/config.mk WORK_HOME=/design/flow/orfs finish
```

## config.mk

```make
export PLATFORM = sky130hd
export DESIGN_NAME = InstructionMemory
export DESIGN_NICKNAME = InstructionMemory
export VERILOG_FILES = /design/flow/design.v
export SDC_FILE = /design/flow/constraint.sdc
export NUM_CORES = 4
export LEC_CHECK = 1
export CORE_AREA = 10 10 70 70
export DIE_AREA = 0 0 80 80
```

==> run summary <==
The flow completed. The run finished, with violations left. The final reports fail on negative setup slack. Number of pins exceeding their max-slew limit in the final report landed at 0. Tally of yosys warning messages landed at 1. Looking at the setup timing report, the critical path kind is input pin to output port.

Accumulated negative setup slack landed at -3.26 ns. Clock buffer count landed at 0. The power report attributes to the combinational group a share of 1.000.

The net switching power in the latest report is 0.000142 W. Horizontal die size landed at 80 um. After layout, the design draws a total of 0.000348 W. The die is 80 um tall. TritonRoute output was used to compute an average wire per cell of 12.6 um.

The layout report lists the combined flip-flop and latch area as 0 um^2. According to the timing report, the critical path is launched from addr[0]. Ranked by total cell area, the synthesized netlist is headed by sky130_fd_sc_hd__buf_4 22%, sky130_fd_sc_hd__ha_1 17%, sky130_fd_sc_hd__mux2i_1 16%, sky130_fd_sc_hd__a21o_1 4.5%, sky130_fd_sc_hd__buf_6 4.5%. Entering global routing, the biggest net connects 11 pins. Arrival time at the worst endpoint landed at 1.12 ns. The most numerous cell type found on the critical path is sky130_fd_sc_hd__buf_6. Summing over every cut layer, the via total after detailed routing is 536. Total number of placement rows landed at 21. Per the final layout report, the fraction of cells sized above drive strength 1 comes to 0.606. STA classifies the critical path startpoint as an input pin. Via density per instance landed at 3.57. First-pass GRT wire length landed at 3060 um. Share of power burned in registers landed at 0. Broken down by cell family, the worst path's largest delay share belongs to buffers and inverters.

Post-route clock period utilization landed at 1.32. In the hold report, the worst path ends at data_out[22]. The OpenROAD report gives the critical path a required time of 0.80 ns. In this run the cell area measured after placement is 781 um^2. The launch point of the worst min-delay path is recorded as addr[1]. Post-route cell area landed at 948 um^2. Area overhead of the layout relative to synthesis landed at 87.6%.

Summing all multi-input logic gate instances after layout gives 492 um^2. Largest fanout on the critical path landed at 6. The number of antenna violations at the first check in global routing was 0. In the Yosys report the total cell count is 64. The share of the Yosys chip area taken by registers is 0. For this run, the total global-route usage over all layers was measured as 0.0570.

The run reported a max-capacitance violation count of 0. As logged by OpenROAD, the buffers inserted on ports number 22. The end-of-flow timing check tallies setup violations at 18. Buffer and inverter count on the worst path landed at 4. Hold-critical path depth landed at 4. Per the summary, power density relative to cell area is 367 nW/um^2. Setup repair after global routing could not meet its margin everywhere. Looking at the VDD voltage map, the peak drop is 0.0684 mV. Area share of the largest cell type after synthesis landed at 0.223. Post-synth design cell area landed at 505 um^2.

Dividing the synthesized area by the synthesized cell count gives 7.90 um^2. Count of sequential standard cells landed at 0. According to the hold report, the worst path is of the input pin to output port type. The commonest cells after synthesis are 15 x sky130_fd_sc_hd__buf_4, 8 x sky130_fd_sc_hd__mux2i_1, 7 x sky130_fd_sc_hd__ha_1. The analysis attributes to cell leakage a power of 0.496 nW. Wire length after detailed routing landed at 1890 um. Number of antenna diodes landed at 0. TritonRoute reported its final design rule violation total as 0.

62 I/O pins were placed. Total number of warnings across the stage logs landed at 66. The number of global-route vias before repair was 591. On the final layout, the worst hold slack is 0.776 ns.

Once routing completed, OpenROAD measured the worst setup slack at -0.319 ns. Chip area landed at 6400 um^2. sky130_fd_sc_hd__buf_4 is the most common cell in the netlist.

Maximum cell stage delay along the critical path landed at 0.17 ns. The synthesized design spends more area on one cell type than any other, namely sky130_fd_sc_hd__buf_4. The share of total power dissipated in the clock network is 0. Synthesis instantiated 23 different standard cells from the library. After filler insertion, the fill cell instance count of the layout stands at 359. Chip area line of the yosys report landed at 505 um^2.

Starting density of the core landed at 0.148. On the critical path, the stage with the largest delay is an instance of sky130_fd_sc_hd__mux2i_1. The first detailed-routing pass took 4 iterations. STA classifies the critical path endpoint as an output port. Internal power component landed at 0.000205 W.

Final weighted congestion of routability-driven global placement landed at 0.733. The worst path in the final design needs a cycle of 1.32 ns, including I/O delays and setup. Half-perimeter wire length of the detailed placement result landed at 1310 um. Fraction of power spent switching nets landed at 0.409.

In this run the standard cell core region covers 3420 um^2. The flow reports an fmax of 758 MHz. First-iteration detailed-routing DRC count landed at 25.

The cell sequence reported for the critical path is buf_8 -> buf_6 -> buf_6 -> ha_4 -> mux2i_1 -> a22o_1 -> buf_2. Residual overflow from global routing landed at 0. Number of nets still failing antenna checks after routing landed at 0. The final hold violation count recorded for this run is 0. Counting every instance in the synthesized netlist gives 64. The number of hold buffers added after CTS was 0.
## timing repair
action                                  in CTS  in global routing
pin swaps                                   13                  2
endpoints found under the hold margin        0                  0
setup buffers                               11                  2
endpoints found under the setup margin      18                 18
cloned                                       1                  0
resized                                    105                  8
## metrics by stage
stage / util / worst slack [ns] / std cells
after floorplan: - / 0.0129 / 76
after global placement: 0.229 / -1.07 / 137
after detailed placement: 0.229 / -1.08 / 137
after CTS: 0.264 / -0.251 / 148
after global routing: 0.278 / -0.367 / 150
final: 0.278 / -0.319 / 150
## cell type report
cell class / instances / share of cell area
well taps: 46 / 0.0607
repair buffers: 45 / 0.400
multi-input cells: 55 / 0.518
inverters: 4 / 0.0211
## power groups by stage
stage | sequential [W] | clock [W] | combinational [W]
4_1_cts | 0 | 0 | 0.000325
5_1_grt | 0 | 0 | 0.000384
6_report | 0 | 0 | 0.000348
## cell usage in the layout, fill, tap and decap left out
cell type,instances
sky130_fd_sc_hd__buf_8,4
sky130_fd_sc_hd__nor2_1,4
sky130_fd_sc_hd__xor2_1,1
sky130_fd_sc_hd__buf_2,19
sky130_fd_sc_hd__a31oi_1,2
sky130_fd_sc_hd__inv_4,2
sky130_fd_sc_hd__nor2b_4,1
sky130_fd_sc_hd__a21o_1,3
sky130_fd_sc_hd__ha_4,5
sky130_fd_sc_hd__ha_2,2
sky130_fd_sc_hd__buf_4,13
sky130_fd_sc_hd__or2_1,1
sky130_fd_sc_hd__a22o_1,1
sky130_fd_sc_hd__a22oi_1,1
sky130_fd_sc_hd__and3_4,1
sky130_fd_sc_hd__o21ai_2,1
sky130_fd_sc_hd__buf_16,1
sky130_fd_sc_hd__mux2i_2,1
sky130_fd_sc_hd__conb_1,14
sky130_fd_sc_hd__buf_6,7
sky130_fd_sc_hd__o22ai_1,1
sky130_fd_sc_hd__inv_1,1
sky130_fd_sc_hd__inv_2,1
sky130_fd_sc_hd__a211oi_2,1
sky130_fd_sc_hd__buf_12,1
sky130_fd_sc_hd__a21oi_2,1
sky130_fd_sc_hd__and3b_4,1
sky130_fd_sc_hd__nand2b_1,2
sky130_fd_sc_hd__o2bb2ai_1,2
sky130_fd_sc_hd__and2_1,1
sky130_fd_sc_hd__mux2i_1,7
sky130_fd_sc_hd__and2_4,1
## cell families after synthesis
group / count (synthesis) / share of synthesized area
AND/OR/NAND/NOR: 12 / 0.156
XOR/XNOR: 1 / 0.0173
other: 2 / 0.0149
multiplexers: 8 / 0.158
buffers and inverters: 21 / 0.297
adder cells (fa/ha/maj): 7 / 0.173
AND-OR/OR-AND: 13 / 0.183
## layer usage
| layer | part of all wire | GRT usage | vias to the layer above |
|---|---|---|---|
| li1 | - | - | 270 |
| met1 | 0.44 | 0.0719 | 251 |
| met2 | 0.52 | 0.104 | 15 |
| met3 | 0.045 | 0.00909 | 0 |
| met4 | 0 | 0 | 0 |
| met5 | 0 | 0 | - |
## worst max-delay path by stage
stage              end  slack, ns  depth (start not counted)
4_1_cts   data_out[13]      -0.25                          7
5_1_grt   data_out[13]      -0.37                          7
6_report  data_out[13]      -0.32                          7
## worst min-delay path, cell delays in order
cell and delay (ns):
sky130_fd_sc_hd__buf_8 0.09, sky130_fd_sc_hd__buf_4 0.12, sky130_fd_sc_hd__a211oi_2 0.06, sky130_fd_sc_hd__buf_2 0.10
Power and IR drop assume default switching activity.
